## flow/design.v

```verilog
`timescale 1ns / 1ps
module d_loa(
    input CLOCK, LOA,
    output reg [3:0] an,
    output reg [6:0] seg
    );
    wire slowclk,fastclk, CURRCLK;
    reg [1:0] count;
    reg [2:0] start;
    slowerclock s0(CLOCK, slowclk);  
    fastclock s1(CLOCK, fastclk);  
    initial begin
        an = 4'b0;
        seg = 7'b1110110;
        count = 0;
        start = 1;
    end
    assign CURRCLK = start ? slowclk : fastclk;
    always @ (posedge CURRCLK) begin
        if (LOA) begin
            count <= (count == 2'd2) ? 0 : count + 1;
            if (start) begin
                start <= (start == 3'd4) ? 0 : start + 1;
            end
            case (count)
            2'd0:  
                begin
                    an <= 4'b1011; seg <= 7'b1000111;
                end
            2'd1:  
                begin
                    an <= 4'b1101; seg <= 7'b1000000;
                end
            2'd2:  
                begin
                    an <= 4'b1110; seg <= 7'b0001000;                  
                end
            default: 
                begin
                    an <= 4'b1111; seg <= ~7'b0;
                end
            endcase
        end
    end
endmodule
`timescale 1ns / 1ps
module fastclock(
    input CLOCK,
    output reg FASTCLK = 0
    );
    reg [16:0] COUNT = 0;
    always @ (posedge CLOCK) begin
        COUNT <= COUNT + 1;
        FASTCLK <= (COUNT == 0) ? ~FASTCLK : FASTCLK;
    end
endmodule
`timescale 1ns / 1ps
module slowerclock(
    input CLOCK,
    output reg SLOWCLK = 0
    );
    reg [26:0] COUNT = 0;
    always @ (posedge CLOCK) begin
        COUNT <= COUNT + 1;
        SLOWCLK <= (COUNT == 0) ? ~SLOWCLK : SLOWCLK;
    end
endmodule
```

## flow/run.sh

```bash
#!/bin/bash
# OpenROAD 26Q1-2900-gdf79404cd8, Yosys 0.63+post, stock flow scripts
make -C /OpenROAD-flow-scripts/flow DESIGN_CONFIG=/design/flow/config.mk WORK_HOME=/design/flow/orfs finish
```

## flow/config.mk

```make
export PLATFORM = sky130hd
export DESIGN_NAME = d_loa
export DESIGN_NICKNAME = d_loa
export VERILOG_FILES = /design/flow/design.v
export SDC_FILE = /design/flow/constraint.sdc
export NUM_CORES = 4
export LEC_CHECK = 1
export CORE_UTILIZATION = 30
export SYNTH_HDL_FRONTEND = slang
```

## flow/constraint.sdc

```tcl
current_design d_loa

set clk_period 3.6
set clk_io_pct 0.2

create_clock -name clk0 -period $clk_period [get_ports {CLOCK}]

set non_clock_inputs [all_inputs -no_clocks]
set_input_delay [expr $clk_period * $clk_io_pct] -clock clk0 $non_clock_inputs
set_output_delay [expr $clk_period * $clk_io_pct] -clock clk0 [all_outputs]
```

==> results.txt <==
Entry: Yosys synthesis followed by OpenROAD place and route.

Outcome:
- The run finished with clean final reports.

Worst hold path:
- The run gives the worst hold-check path type as flip-flop to flip-flop.

Clock tree:
- For this design, the CTS-stage hold fixing added 0 buffers.
- The run puts the H-tree level count at 2.
- The run gives the clock transition at the registers of the reported paths as 0.08 ns.
- The run gives the worst-skew pair later-pin latency as 0.29 ns.
- The run gives the clock tree buffer depth as 2.
- TritonCTS built the clock tree.
- The run gives the post-CTS setup buffer count as 0.
- The run gives the number of cells upsized or downsized after cts as 0.
- Buffers inserted during clock tree synthesis total 5.
- The run gives the cell chosen for the clock root as clkbuf_8.

Critical path:
- The run puts the maximum fanout along the worst path at 7.
- The run gives the critical path required time as 3.79 ns.
- At the worst endpoint, the arrival time is 1.84 ns.
- The worst setup path is of the flip-flop to flip-flop kind.
- The run gives the startpoint type of the worst setup path as a flip-flop.
- STA classifies the critical path endpoint as a flip-flop.

Synthesis:
- The run puts the proportion of register bits with asynchronous set or reset after synthesis at 0%.
- The run gives the number of distinct library cell variants in the gate-level netlist after synthesis as 30.
- The run puts the chip area estimate from yosys synthesis at 2430 um^2.
- The run puts the number of synthesized flops with an enable pin at 13.
- The run gives the register bit count reported by yosys as 57.
- The commonest cells after synthesis are 44 x dfxtp_1, 28 x xnor2_1, 17 x nand3_1.
- The run gives the prevailing post-synth register cell as dfxtp_1.
- The run gives the share of synthesized area occupied by flip-flops and latches as 52.4%.
- The run gives the tally of yosys warning messages as 0.
- The run puts the post-synthesis cell count from yosys at 224.
- The run gives the most numerous cell in the Yosys netlist as dfxtp_1.
- The run gives the post-synthesis area per instance as 10.8 um^2.
- The run puts the cell count after synthesis at 224.
- For reference, the top cells by area after synthesis are dfxtp_1 36%, edfxtp_1 16%, xnor2_1 10%.
- The mapped netlist covers 2430 um^2.
- The run gives the most area-hungry cell type in the Yosys netlist as dfxtp_1.
- Yosys reports that the leading cell type by area covers 36.3% of the netlist area.

Global route:
- In the global route stage, overall resource usage came out at 8.89%.
- The run puts the number of global-route vias before repair at 1,411.
- The first global-routing pass estimated 6100 um of wire.
- The run gives the initial antenna violation count as 0.
- The run puts the pin count of the biggest net entering global routing at 14.
- The run gives the overall overflow remaining after global route as 0.

Power and ir drop:
- The share of total power dissipated in sequential elements is 61.5%.
- The run puts the leakage dissipation at 0.000976 uW.
- The run gives the net switching power figure as 165 uW.
- The run gives the combinational power share as 0.4%.
- The run gives the net switching share of the total power as 19.8%.
- IR analysis of the VDD net gives a maximum drop of 0.124 mV.
- The run gives the power per unit of standard cell area as 307 nW/um^2.
- The run puts the share of power burned in the clock network at 38.1%.
- The run puts the power consumption at 834 uW.
- The run puts the internal portion of total power at 669 uW.

Timing:
- The run puts the final critical path time including I/O delays and setup at 1.65 ns.
- Setup repair after global routing left no endpoint under its margin.
- The run puts the setup clock skew after layout at 0.00613 ns.
- The run gives the post-layout period usage of the worst path as 45.9%.
- The final timing report lists a max-slew violation count of 0.
- For this run, the final setup violation count is recorded as 0.
- The run puts the worst setup margin at 1.95 ns.
- The run puts the transition time at the pin with the least slew margin at 0.725 ns.
- The run puts the sum of negative setup slack at 0 ns.
- The run puts the tightest slew margin relative to the limit at 50.3%.
- 32 endpoints have no timing constraint.
- On the final layout, the worst hold slack is 0.428 ns.
- The run gives the peak clock frequency supported by timing as 0.605 GHz.
- The run gives the number of register pins that no clock reaches as 11.
- The run gives the count of final hold-check violations as 0.

Finish:
- The post-route netlist has 5.91% of its cells at a drive strength greater than 1.
- The run gives the post-synthesis to final-layout area growth as 11.8%.

Routing:
- For this block, the initial DRC count from the detailed router was 73.
- The run gives the count of TritonRoute iterations in the first routing pass as 4.
- The repair_antennas step left the layout with diodes totalling 0.
- The run puts the post-detailed-route via-to-cell ratio at 4.43.
- The run gives the number of vias after detailed routing as 1,503.
- The run puts the total wire length at 3390 um.
- The run puts the post-detailed-route count of antenna-violating nets at 0.
- The run puts the remaining routing DRC violations at 0.
- The run puts the average detailed-routed wire length per instance at 10.0 um.

Die:
- The run gives the area of the die as 8450 um^2.
- The run puts the horizontal die size at 91.9 um.
- The run gives the height of the die as 91.9 um.
- The region available for standard cell placement spans 7770 um^2.
- The run gives the initial cell density of the core as 31.2%.
- The run puts the number of placement rows at 32.
- The run puts the number of top-level design ports at 13.

Placed design:
- The placement report lists the number of port buffers as 11.
- The run puts the post-place setup slack at 1.94 ns.
- The run puts the placed wire-length estimate at 2460 um.
- RePlAce ended its routability-driven mode at a weighted congestion of 0.766.

Run:
- In this run the maximum-capacitance check reported violations numbering 0.
- The number of warnings reported in the stage logs is 32.
## cell families (layout without fill, tap and decap cells)
logic type	after synthesis	after routing	share of synthesized area, %
mux	2	2	0.877
simple gates	89	89	21.7
buf+inv	22	35	4.23
xor+xnor	40	40	14.4
flops	57	57	52.4
compound gates	2	2	0.516
fa+ha+maj	11	11	5.67
other cells	1	1	0.155
## registers in the layout, summed over array words and instances, names as in the netlist
register    cells
s0.COUNT       27
s1.COUNT       17
an              3
seg             3
start           3
count           2
s0.SLOWCLK      1
s1.FASTCLK      1
## final cells by class
cell class	count	area, um^2
Fill cell	765	5050
Sequential cell	57	1270
Multi-Input combinational cell	145	1050
Tap cell	102	128
Timing Repair Buffer	11	110
Clock buffer	7	86.3
Inverter	16	60.1
Clock inverter	1	5.00
## layout by cell type (no fill, tap or decap), drive strengths merged, types with 4 or more instances in the layout
master	synthesis	final
ha	11	11
clkbuf	0	7
xnor2	28	28
nand3	18	18
nand2	14	14
and3	4	4
xor2	12	12
nor4	10	10
nand4	13	13
edfxtp	13	13
nor2	14	14
nor3	4	4
inv	16	16
dfxtp	44	44
clkdlybuf4s50	0	11
## through the flow
stage / cell area, um^2 / instances / utilization (%)
3_3_place_gp: 2620 / 331 / 33.7
4_1_cts: 2710 / 339 / 34.9
5_1_grt: 2710 / 339 / 34.9
3_5_place_dp: 2620 / 331 / 33.7
2_1_floorplan: 2430 / 224 / -
6_report: 2710 / 339 / 34.9
## layer usage
layer / track usage (%) / vias to the layer above / part of all wire (%)
met1: 13.5 / 686 / 54
met5: 0 / - / 0
met4: 1.69 / 0 / 2.0
met3: 2.53 / 5 / 4.1
met2: 13.1 / 24 / 40
li1: - / 788 / -
## critical path: stages (launching register included)
cell	delay (ns)
dfxtp_1	0.35
ha_1	0.23
nand4_1	0.17
nor4_4	0.48
nand4_1	0.17
xnor2_1	0.15
## power groups by stage
stage	clock (uW)	sequential [uW]	combinational [uW]
after global routing	351	513	3.86
final	318	513	3.46
after CTS	331	513	3.63
## worst paths after layout
kind / from / to / slack (ns) / cells past startpoint
worst max-delay path: s0.COUNT[1]$_DFF_P_ / s0.COUNT[20]$_DFF_P_ / 1.95 / 5
worst min register to register: s0.COUNT[0]$_DFF_P_ / s0.COUNT[0]$_DFF_P_ / 0.43 / 1
worst max register to register: s0.COUNT[1]$_DFF_P_ / s0.COUNT[20]$_DFF_P_ / 1.95 / 5
worst min-delay path: s0.COUNT[0]$_DFF_P_ / s0.COUNT[0]$_DFF_P_ / 0.43 / 1
No activity file was given, so power comes from the tool's default toggle rates.
