==> design/flow/design.v <==
`timescale 1ns / 1ps
module btn_clk_divider(
    input clock,
    output reg slowclk = 0
    );
    reg [18:0] count = 0;
    always @ (posedge clock) begin
        count <= count + 1;
        slowclk <= (count == 0) ? ~slowclk : slowclk;
    end
endmodule
`timescale 1ns / 1ps
module c_countdown_ant(
    input QUAR, CLOCK, resetFLAG,
    output reg [15:0] led = 0,
    output reg LOA = 0, resetQUAR = 0
    );
    reg [3:0] count = 0;
    wire SLOWCLK;
    slowclock c0(CLOCK, SLOWCLK);  
    always @ (posedge SLOWCLK) begin
        resetQUAR <= resetFLAG ? 0 : resetQUAR;
        if (QUAR) begin
            LOA <= 1;
            count <= (count == 4'd15) ? 0 : count + 1;
            case (count)
            4'd0: led <= 16'h7fff;  
            4'd1: led[14] <= 0;
            4'd2: led[13] <= 0;
            4'd3: led[12] <= 0;
            4'd4: led[11] <= 0;
            4'd5: led[10] <= 0;
            4'd6: led[9] <= 0;
            4'd7: led[8] <= 0;
            4'd8: led[7] <= 0;
            4'd9: led[6] <= 0;
            4'd10: led[5] <= 0;
            4'd11: led[4] <= 0;
            4'd12: led[3] <= 0;
            4'd13: led[2] <= 0;
            4'd14: led[1] <= 0;
            4'd15:
                begin
                    led[0] <= 0;
                    LOA <= 0;
                    resetQUAR <= 1;
                end
            default: led <= 0;
            endcase
        end
    end   
endmodule
`timescale 1ns / 1ps
module dff(
    input dff_clock,
    input D,
    output reg Q = 0
    );
    always @ (posedge dff_clock) begin
        Q <= D;
    end
endmodule
`timescale 1ns / 1ps
module e_quar(
    input CLOCK, LOA,
    input btnC, btnU,btnD,btnR,btnL,
    output reg [3:0] an,
    output reg [6:0] seg,
    output [15:0] led,
    output ANTINE, ALLDONE
    );
    reg [3:0] ptr;  
    reg [1:0] count = 0;  
    wire PULC, PULU, PULD, PULR, PULL;  
    wire clkC,clkU,clkD,clkR,clkL, FASTCLK, MEDCLK;  
    wire QUAR, resetQUAR, resetFLAG;  
    wire [6:0] seg0, seg1, seg2, seg3;  
    wire [6:0] segq0, segq1, segq2, segq3;  
    single_pulse_debounce s0(CLOCK, btnC, clkC, PULC);
    single_pulse_debounce s1(CLOCK, btnU, clkU, PULU);
    single_pulse_debounce s2(CLOCK, btnD, clkD, PULD);
    single_pulse_debounce s3(CLOCK, btnR, clkR, PULR);
    single_pulse_debounce s4(CLOCK, btnL, clkL, PULL);
    fastclock c0(CLOCK, FASTCLK);  
    medclock c1(CLOCK, MEDCLK);  
    set_quartz q0(clkC, PULC, LOA, resetQUAR, QUAR, resetFLAG);
    c_countdown_ant cd0(QUAR, CLOCK, resetFLAG, led, ANTINE, resetQUAR);
    show_char p0(clkU, MEDCLK, PULU, PULD, ptr[0], resetQUAR, segq0);
    show_char p1(clkU, MEDCLK, PULU, PULD, ptr[1], resetQUAR,segq1);
    show_char p2(clkU, MEDCLK, PULU, PULD, ptr[2], resetQUAR,segq2);
    show_char p3(clkU, MEDCLK, PULU, PULD, ptr[3], resetQUAR,segq3);
    name n0(clkC, PULC, segq0, segq1, segq2, segq3,
            seg0, seg1, seg2, seg3, ALLDONE);
    initial begin
        ptr = 4'b0001;  
        an = 0;
        seg = 7'b0110110;
    end
    always @ (posedge clkR) begin
        if (resetQUAR) begin
            ptr <= 4'b0001;  
        end else begin
            ptr <= (PULR && !ptr[0]) ? ptr >> 1 :
                   (PULL && !ptr[3]) ? ptr << 1 : ptr;
        end
    end
    always @ (posedge FASTCLK) begin
        count <= count+1;
        case (count)
        3'd0:
            begin
                an <= 4'b1110;
                seg <= seg0;
            end
        3'd1:
            begin
                an <= 4'b1101;
                seg <= seg1;
            end
        3'd2:
            begin
                an <= 4'b1011;
                seg <= seg2;
            end
        3'd3:
            begin
                an <= 4'b0111;
                seg <= seg3;
            end
        endcase
    end
endmodule
`timescale 1ns / 1ps
module fastclock(
    input CLOCK,
    output reg FASTCLK = 0
    );
    reg [16:0] COUNT = 0;
    always @ (posedge CLOCK) begin
        COUNT <= COUNT + 1;
        FASTCLK <= (COUNT == 0) ? ~FASTCLK : FASTCLK;
    end
endmodule
`timescale 1ns / 1ps
module medclock(
    input CLOCK,
    output reg MEDCLK = 0
    );
    reg [22:0] COUNT = 0;
    always @ (posedge CLOCK) begin
        COUNT <= COUNT + 1;
        MEDCLK <= (COUNT == 0) ? ~MEDCLK : MEDCLK;
    end
endmodule
`timescale 1ns / 1ps
module name(
    input SLOWCLOCK, PULC,
    input [6:0] segq0, segq1, segq2, segq3,
    output reg [6:0] seg0, seg1, seg2, seg3,
    output reg ALLDONE
    );
    wire pass, QUARTZ, garb;
    assign pass = (segq3 == 7'b0010000) && (segq2 == 7'b0100100) && (segq1 == 7'b0) && (segq0 == 7'b0000010);
    set_quartz q0(SLOWCLOCK, PULC, pass, 0, QUARTZ, garb);
    initial begin
        seg0 = 7'b0110110;
        seg1 = 7'b0110110;
        seg2 = 7'b0110110;
        seg3 = 7'b0110110;
        ALLDONE = 0;
    end
    always @ (posedge SLOWCLOCK) begin
        if (QUARTZ) begin
            seg3 <= 7'b1010101;  
            seg2 <= 7'b1001111;  
            seg1 <= 7'b0101111;  
            seg0 <= 7'b0001000;  
            ALLDONE <= 1;
        end else begin
            seg3 <= segq3;
            seg2 <= segq2;
            seg1 <= segq1;
            seg0 <= segq0;
        end
    end
endmodule
`timescale 1ns / 1ps
module set_quartz(
    input SLOWCLOCK, PULC, pass, resetQUAR,
    output reg QUARTZ = 0, resetFLAG = 0
    );
    always @ (posedge SLOWCLOCK) begin
        if (resetQUAR) begin
            QUARTZ <= 0;
            resetFLAG <= 1;
        end else begin
            QUARTZ <= QUARTZ ? QUARTZ : (pass && PULC);
            resetFLAG <= 0;
        end
    end
endmodule
`timescale 1ns / 1ps
module show_char(
    input SLOWCLK, MEDCLK, PULU, PULD, ptr, resetQUAR,
    output reg [6:0] seg
    );
    reg [6:0] segtog;  
    reg [3:0] char;  
    initial begin
        segtog = 7'b0;
        char = 4'd10;
        seg = 7'b0110110;
    end
    always @ (posedge MEDCLK) begin
        segtog <= ptr ? ~segtog : 7'b0;
    end
    always @ (posedge SLOWCLK) begin
        if (resetQUAR) begin
            char <= 4'd10;
        end else if (ptr) begin
            char <= PULU ? char + 1 : (PULD ? ((char == 0) ? 4'd10 : char - 1)  : char);
            case (char)
            4'd10: seg <= segtog | 7'b0110110;
            4'd0: seg <= segtog | 7'b1000000;
            4'd1: seg <= segtog | 7'b1111001;
            4'd2: seg <= segtog | 7'b0100100;
            4'd3: seg <= segtog | 7'b0110000;
            4'd4: seg <= segtog | 7'b0011001;
            4'd5: seg <= segtog | 7'b0010010;
            4'd6: seg <= segtog | 7'b0000010;
            4'd7: seg <= segtog | 7'b1111000;
            4'd8: seg <= segtog | 7'b0;
            4'd9: seg <= segtog | 7'b0010000;
            4'd11: char <= 4'd0;
            default: seg <= segtog | 7'b0110110;
            endcase
        end else begin
            case (char)
            4'd10: seg <= 7'b0110110;
            4'd0: seg <= 7'b1000000;
            4'd1: seg <= 7'b1111001;
            4'd2: seg <= 7'b0100100;
            4'd3: seg <= 7'b0110000;
            4'd4: seg <= 7'b0011001;
            4'd5: seg <= 7'b0010010;
            4'd6: seg <= 7'b0000010;
            4'd7: seg <= 7'b1111000;
            4'd8: seg <= 7'b0;
            4'd9: seg <= 7'b0010000;
            4'd11: char <= 4'd0;
            default: seg <= 7'b0110110;
            endcase
         end
    end
endmodule
`timescale 1ns / 1ps
module single_pulse(
    input clock,
    input btn,
    output pulse
    );
    wire Q0, Q1;
    dff d0(clock,btn, Q0);
    dff d1(clock,Q0, Q1);
    assign pulse = Q0 & ~Q1;
endmodule
`timescale 1ns / 1ps
module single_pulse_debounce(
    input clock,
    input btn,
    output slowclk, pulse
    );
    btn_clk_divider c0(clock, slowclk);
    single_pulse s0(slowclk,btn , pulse);
endmodule
`timescale 1ns / 1ps
module slowclock(
    input CLOCK,
    output reg SLOWCLK = 0
    );
    reg [25:0] COUNT = 0;
    always @ (posedge CLOCK) begin
        COUNT <= COUNT + 1;
        SLOWCLK <= (COUNT == 0) ? ~SLOWCLK : SLOWCLK;
    end
endmodule
==> design/flow/run.sh <==
#!/bin/bash
# OpenROAD 26Q1-2900-gdf79404cd8, Yosys 0.63+post, stock flow scripts
make -C /OpenROAD-flow-scripts/flow DESIGN_CONFIG=/design/flow/config.mk WORK_HOME=/design/flow/orfs finish
==> design/flow/config.mk <==
export PLATFORM = sky130hd
export DESIGN_NAME = e_quar
export DESIGN_NICKNAME = e_quar
export VERILOG_FILES = /design/flow/design.v
export SDC_FILE = /design/flow/constraint.sdc
export NUM_CORES = 4
export LEC_CHECK = 1
export CORE_UTILIZATION = 50
export SYNTH_HDL_FRONTEND = slang
==> design/flow/constraint.sdc <==
current_design e_quar

set clk_period 3.5
set clk_io_pct 0.2

create_clock -name clk0 -period $clk_period [get_ports {CLOCK}]

set non_clock_inputs [all_inputs -no_clocks]
set_input_delay [expr $clk_period * $clk_io_pct] -clock clk0 $non_clock_inputs
set_output_delay [expr $clk_period * $clk_io_pct] -clock clk0 [all_outputs]
==> ci_impl_report.md <==
## Synthesis and layout report

| Metric | Value |
|---|---|
| VDD IR max | around 0.00035 V |
| Rel. slew slack | 44.41% |
| # Max-Cap Violations | 0 |
| CTS tree | done |
| Cell taking the most area after synthesis | dfxtp_1 |
| RSZ-0062 raised after global routing | false |
| Setup TNS | 0 ns |
| Top-area cell share | a little under two fifths |
| Met3 Track Usage GR | about 2.4% |
| Detail Route Antenna Nets | 0 |
| GRT Residual Overflow | 0 |
| CTS max path bufs | 2 |
| CTS-repair resized insts | 0 |
| Met2 usage in global routing | 27.38% |
| Share of cells above drive strength 1 | 4.545% |
| Finished Core Util | 55.73% |
| Layout Cells excl Fill | 1802 |
| Placed instance area | between 10000 and 15000 um2 |
| Pwr dens | between 200 and 250 nW/um2 |
| Yosys top cell by instances | dfxtp_1 |
| Syn_area_per_cell | 9.858 um2 |
| Final wirelength | ~25 mm |
| CP Max Fanout | 11 |
| Inst Count DP | ~1800 |
| Vias in the first global route | 8878 |
| Tot GR Track Use | 18.77% |
| Placeable Area | 27180 um2 |
| Yosys Warn Count | 0 |
| Row Count | 60 |
| Top Usage Layer GRT | met1 |
| Endpoints left unconstrained | 226 |
| Yosys stat area | about 14000 um2 |
| Tcrit/Tclk final | 50.69% |
| Number of synthesized flops with an enable pin | 56 |
| F_max | 0.5637 GHz |
| Via Count | 9495 |
| First-pass detailed-route iteration total | 7 |
| DR WL/cell | 13.68 um |
| H-tree depth | 4 |
| Chip height | about 170 um |
| Pleak | 5.575 nW |
| Clock Skew | around 0.009 ns |
| Post-synth ARST share | 0% |
| Clk ins delay skew pair | 0.42 ns |
| Largest net degree at the start of global routing | about 48 |
| Cell count after synthesis | 1415 |
| Top FF cell, synth | dfxtp_1 |
| Post-route cell area | between 15000 and 20000 um2 |
| Initial antenna violation count | 0 |
| Final tally of hold violations | 0 |
| Initial DRC Count | 666 |
| First-pass GRT wire length | roughly 43 mm |
| Slew Limit Fails | 0 |
| Postcts setup bufs | 0 |
| Post-synth top cells | dfxtp_1, xnor2_1, nand2_1, nor2_1, nand3_1 |
| # Cells Yosys | between 1000 and 1500 |
| Register pins left without a clock | 151 |
| Worst-Margin Slew | ~0.83 ns |
| TritonCTS Buffers | 17 |
| Minimum clock period | 1.774 ns |
| CTS clock-pin slew for the worst setup and hold paths | 0.07 ns |
| CP required | 3.86 ns |
| Hold bufs inserted after CTS | 0 |
| Endpoints failing setup | 0 |
| Synth Cell Area | 13950 um2 |
| Worst Hold Class | register to register |
| Tot Pwr | 3.764 mW |
| Main area contributors | dfxtp_1, edfxtp_1, xnor2_1 |
| Register area share after synthesis | ~50% |
| Die area | 28570 um2 |
| Port Buf Inserts | 33 |
| Detail Placement HPWL | 17.51 mm |
| GP Congestion | 0.8733 |
| Met1 Use GR | 32.48% |
| ANT cells | 0 |
| Die extent in x | about 170 um |
| Status | finished, final reports clean |
| Detail-routed via count per cell | 5.269 |
| CP Class | register to register |
| Clock Root Buffer | clkbuf_16 |
| DRC violations left | 0 |
| IO Pins | 36 |
| FP Core Util | 51.33% |
| Critical Path Start Type | register |
| Worst setup EP type | register |
| OpenROAD warning count | 63 |
| Yosys reg bits | 320 |
| Syn-to-layout area delta | 8.566% |
| Unique masters post-synth | 71 |
| Crit path arrival time | 2.14 ns |
state kept, by name, indices dropped and copies added, names as in the netlist, 15 cells and up:
register      flops
cd0.led          15
cd0.c0.COUNT     26
c0.COUNT         17
s0.c0.count      19
s3.c0.count      19
c1.COUNT         23
s4.c0.count      19
s2.c0.count      19
s1.c0.count      19
cell families (layout without fill, tap and decap cells):
group | Yosys count | in the layout | synth area share (%)
buffers and inverters | 124 | 139 | 3.444
multiplexers | 19 | 19 | 1.363
AND/OR/NAND/NOR | 553 | 553 | 21.65
AND-OR/OR-AND | 192 | 192 | 9.275
other | 2 | 2 | 0.05384
flip-flops | 320 | 320 | 49.94
adder cells (fa/ha/maj) | 52 | 52 | 4.664
XOR/XNOR | 153 | 153 | 9.606
report_power, final:
group | total [mW] | switching (mW) | internal, mW
Sequential | 1.94 | 0 | 1.94
Combinational | 0.00701 | 0.00118 | 0.00583
Clock | 1.82 | 0.771 | 1.05
Total | 3.76 | 0.772 | 2.99
worst paths after layout:
path / from / endpoint / slack, ns / cells after the start
setup / recovery: cd0.c0.COUNT[8] / cd0.c0.COUNT[22] / 1.73 / 4
hold / removal: c1.COUNT[0] / c1.COUNT[0] / 0.42 / 1
setup reg to reg: cd0.c0.COUNT[8] / cd0.c0.COUNT[22] / 1.73 / 4
hold reg to reg: c1.COUNT[0] / c1.COUNT[0] / 0.42 / 1
final cells by class:
| class | count | area [um2] |
|---|---|---|
| Timing Repair Buffer | 38 | 367.9 |
| Clock inverter | 10 | 106.4 |
| Tap cell | 372 | 465.4 |
| Sequential cell | 320 | 6967 |
| Multi-Input combinational cell | 971 | 6505 |
| Clock buffer | 22 | 474.2 |
| Fill cell | 2351 | 12030 |
| Inverter | 69 | 259.0 |
routing by layer:
| metal | vias to the layer above | share of wire (%) |
|---|---|---|
| met4 | 0 | 0.90 |
| li1 | 5003 | - |
| met3 | 12 | 3.4 |
| met1 | 4343 | 53 |
| met2 | 137 | 42 |
| met5 | - | 0 |
per-stage QoR:
step	setup WS, ns	hold slack (ns)
2_1_floorplan	1.964	0.3884
3_3_place_gp	1.769	0.4008
3_5_place_dp	1.725	0.4122
4_1_cts	1.713	0.4289
5_1_grt	1.538	0.4384
6_report	1.726	0.4224
layout by cell type, fill, tap and decap left out, types with 41 or more instances in the layout:
master / netlist / final
dfxtp_1: 264 / 264
xnor2_1: 98 / 98
nand2_1: 90 / 90
nor2_1: 84 / 84
nand3_1: 81 / 81
inv_1: 68 / 68
nor2b_1: 60 / 59
edfxtp_1: 56 / 56
xor2_1: 55 / 55
ha_1: 52 / 52
a21oi_1: 48 / 48
nor3_1: 41 / 41
critical path, cell delays in order (launching register included):
cell and delay, ns:
dfxtp_1 0.42, and4_1 0.26, nand4_1 0.43, nor4_1 0.44, xor2_1 0.16
Power is estimated from default activity; no workload was simulated.
