File: ./design.v
`timescale 1ns / 1ps
module a_blinking(
    input CLOCK,
    output reg LD8 = 0
    );
    reg [23:0] COUNT  = 24'b0;  
    always @ (posedge CLOCK) begin
        COUNT <= COUNT + 1;
        LD8 <= (COUNT == 24'b0) ? ~LD8 : LD8;
    end
endmodule
`timescale 1ns / 1ps
module c0_low(
    input CLOCK,
    output reg SLOWCLK = 0
    );
    reg [26:0] COUNT = 27'b0;
    always @ (posedge CLOCK) begin
        COUNT <= COUNT + 1;
        SLOWCLK <= (COUNT == 0) ? ~SLOWCLK : SLOWCLK;
    end
endmodule
`timescale 1ns / 1ps
module c1_med(
    input CLOCK,
    output reg MEDCLK = 0
    );
    reg [24:0] COUNT = 25'b0;
    always @ (posedge CLOCK) begin
        COUNT <= COUNT + 1;
        MEDCLK <= (COUNT == 0) ? ~MEDCLK : MEDCLK;
    end
endmodule
`timescale 1ns / 1ps
module c2_hi(
    input CLOCK,
    output reg FASTCLK = 0
    );
    reg [22:0] COUNT = 23'b0;
    always @ (posedge CLOCK) begin
        COUNT <= COUNT + 1;
        FASTCLK <= (COUNT == 0) ? ~FASTCLK : FASTCLK;
    end
endmodule
`timescale 1ns / 1ps
module c_freq(
    input SW0,
    input SW1,
    input SW2,
    input SLOWCLK,
    input MEDCLK,
    input FASTCLK,
    output CURRCLK
    );
    assign CURRCLK = SW2 ? FASTCLK : (SW1 ? MEDCLK : (SW0 ? SLOWCLK : MEDCLK));
endmodule
`timescale 1ns / 1ps
module c_speed(
    input SW0,
    input SW1,
    input SW2,
    input CLOCK,
    output reg LD9 = 0,
    output reg LD10 = 0,
    output reg LD11 = 0,
    output reg LD12 = 0,
    output reg LD13 = 0,
    output reg LD14 = 0,
    output reg LD15 = 0
    );
    wire SLOWCLK, MEDCLK, FASTCLK, CURRCLK;  
    reg [3:0] COUNTLD = 3'd0;  
    c0_low clk0(CLOCK, SLOWCLK);  
    c1_med clk1(CLOCK, MEDCLK);  
    c2_hi clk2(CLOCK, FASTCLK);  
    c_freq f_clk(SW0,SW1,SW2,SLOWCLK,MEDCLK,FASTCLK,CURRCLK);
    always @ (posedge CURRCLK) begin
        case (COUNTLD)
            3'd0:
                begin
                    LD15 <= 0;
                    LD9 <= 1;
                end
            3'd1:
                begin
                    LD9 <= 0;
                    LD10 <= 1;
                end
            3'd2:
                begin
                    LD10 <= 0;
                    LD11 <= 1;
                end
            3'd3:
                begin
                    LD11 <= 0;
                    LD12 <= 1;
                end                    
            3'd4:
                begin
                    LD12 <= 0;
                    LD13 <= 1;
                end             
            3'd5:
                begin
                    LD13 <= 0;
                    LD14 <= 1;
                end
            3'd6:
                begin
                    LD14 <= 0;
                    LD15 <= 1;
                end
        endcase
        COUNTLD <= (COUNTLD == 3'd6) ? 3'd0 : COUNTLD + 1;
    end
endmodule
`timescale 1ns / 1ps
module d_7seg(
    input LD_Start,
    output AN0,AN1,AN2,AN3,
    output reg segA,segB,segC,segD,segE,segF,segG,segDP
    );
    assign AN0 = 0;
    assign AN1 = 1;
    assign AN2 = 1;
    assign AN3 = 0;
    reg [4:0] COUNT = 4'd0;
    always @ (posedge LD_Start) begin
        case (COUNT)
        4'd0:  
            begin
                segA <= 0; segB <= 0; segC <= 0; segD <= 0; 
                segE <= 0; segF <= 0; segG <= 1; segDP <= 1;
            end
        4'd1:  
            begin
                segA <= 1; segB <= 0; segC <= 0; segD <= 1; 
                segE <= 1; segF <= 1; segG <= 1; segDP <= 1;
            end
        4'd2:  
            begin
                segA <= 0; segB <= 0; segC <= 1; segD <= 0; 
                segE <= 0; segF <= 1; segG <= 0; segDP <= 1;
            end
        4'd3:  
            begin
                segA <= 0; segB <= 0; segC <= 0; segD <= 0; 
                segE <= 1; segF <= 1; segG <= 0; segDP <= 1;
            end
        4'd4:  
            begin
                segA <= 1; segB <= 0; segC <= 0; segD <= 1; 
                segE <= 1; segF <= 0; segG <= 0; segDP <= 1;
            end
        4'd5:  
            begin
                segA <= 0; segB <= 1; segC <= 0; segD <= 0; 
                segE <= 1; segF <= 0; segG <= 0; segDP <= 1;
            end
        4'd6:  
            begin
                segA <= 0; segB <= 1; segC <= 0; segD <= 0; 
                segE <= 0; segF <= 0; segG <= 0; segDP <= 1;
            end
        4'd7:  
            begin
                segA <= 0; segB <= 0; segC <= 0; segD <= 1; 
                segE <= 1; segF <= 1; segG <= 1; segDP <= 1;
            end
        4'd8:  
            begin
                segA <= 0; segB <= 0; segC <= 0; segD <= 0; 
                segE <= 0; segF <= 0; segG <= 0; segDP <= 1;
            end
        4'd9:  
            begin
                segA <= 0; segB <= 0; segC <= 0; segD <= 0; 
                segE <= 1; segF <= 0; segG <= 0; segDP <= 1;
            end
        4'd10:  
            begin
                segA <= 1; segB <= 0; segC <= 1; segD <= 0; 
                segE <= 1; segF <= 0; segG <= 1; segDP <= 1;
            end
        4'd11:  
            begin
                segA <= 1; segB <= 1; segC <= 1; segD <= 1; 
                segE <= 0; segF <= 0; segG <= 1; segDP <= 1;
            end
        4'd12:  
            begin
                segA <= 1; segB <= 1; segC <= 1; segD <= 1; 
                segE <= 0; segF <= 1; segG <= 0; segDP <= 1;
            end
        4'd13:  
            begin
                segA <= 0; segB <= 0; segC <= 0; segD <= 1; 
                segE <= 0; segF <= 0; segG <= 0; segDP <= 1;
            end
        4'd14:  
            begin
                segA <= 1; segB <= 1; segC <= 1; segD <= 1; 
                segE <= 1; segF <= 1; segG <= 1; segDP <= 0;
            end
        default:  
            begin
                segA <= 1; segB <= 1; segC <= 1; segD <= 1; 
                segE <= 1; segF <= 1; segG <= 1; segDP <= 1;
            end
        endcase
        COUNT <= (COUNT == 4'd14) ? 4'd10 : COUNT + 1;  
    end
endmodule
`timescale 1ns / 1ps
module main(
    input SW0,
    input SW1,
    input SW2,
    input CLOCK,
    output LD8, LD9, LD10, LD11, LD12, LD13, LD14, LD15,
    output AN0, AN1, AN2, AN3,
    output segA,segB,segC,segD,segE,segF,segG,segDP
    );
    a_blinking dut0(CLOCK, LD8);
    c_speed dut1(SW0,SW1,SW2,CLOCK, LD9, LD10, LD11, LD12, LD13, LD14, LD15);
    d_7seg dut2(LD9, AN0, AN1, AN2, AN3, segA,segB,segC,segD,segE,segF,segG,segDP);
endmodule
File: ./run.sh
#!/bin/bash
# OpenROAD 26Q1-2900-gdf79404cd8, Yosys 0.63+post, stock flow scripts
make -C /OpenROAD-flow-scripts/flow DESIGN_CONFIG=/design/flow/config.mk WORK_HOME=/design/flow/orfs finish
File: ./config.mk
export PLATFORM = sky130hd
export DESIGN_NAME = main
export DESIGN_NICKNAME = main
export VERILOG_FILES = /design/flow/design.v
export SDC_FILE = /design/flow/constraint.sdc
export NUM_CORES = 4
export LEC_CHECK = 1
export CORE_UTILIZATION = 50
export SYNTH_HDL_FRONTEND = slang
File: ./constraint.sdc
current_design main

set clk_period 4.5
set clk_io_pct 0.2

create_clock -name clk0 -period $clk_period [get_ports {CLOCK}]

set non_clock_inputs [all_inputs -no_clocks]
set_input_delay [expr $clk_period * $clk_io_pct] -clock clk0 $non_clock_inputs
set_output_delay [expr $clk_period * $clk_io_pct] -clock clk0 [all_outputs]
==> GITHUB_STEP_SUMMARY <==
## PnR job results

| Metric | Value |
|---|---|
| Count of unclocked register or latch pins | 24 |
| PortBufs | 19 |
| Seq pwr share | 61.2% |
| Max cap viols | 0 |
| Yosys chip area | 5290 um2 |
| Initial DRT Pass Iterations | 4 |
| Pwr dens | 260 nW/um2 |
| H-tree levels | 3 |
| Async set-or-reset flop fraction in the synthesized netlist | 0% |
| Commonest flop | dfxtp_1 |
| Min Hold Slack | 433 ps |
| Worst setup SP type | register |
| Tool warnings | 37 |
| Via-to-Cell Ratio | 4.99 |
| CP max stage delay | 460 ps |
| Post-DRT Antenna Nets | 0 |
| # Cells Yosys | 549 |
| Crit-path slowest cell | clkdlybuf4s50_1 |
| CTS root buf | clkbuf_8 |
| Grt total ovfl | 0 |
| Flops after synth | 127 |
| RR Endpoint | dut1.clk1.COUNT[22] |
| Initial drt markers | 108 |
| Slew margin rel. | 42.3% |
| Synth warn | 0 |
| Top cell area share | 43.9% |
| Avg Cell Area, Syn | 9.64 um2 |
| Crit path DAT | 1170 ps |
| Final wirelength | 7.88 mm |
| Worst path bufs/invs | 1 |
| Req. time, crit path | 3600 ps |
| Initial antenna violation count | 0 |
| Fmax | 483 MHz |
| Hold Path Origin | dut1.clk1.COUNT[0] |
| Number of core rows | 37 |
| Endpoints left unconstrained | 46 |
| Setup Skew | 12.1 ps |
| Per-cell routed wire length | 11.1 um |
| Top cells by count | dfxtp_1, xnor2_1, nand2_1 |
| Final hold violations | 0 |
| Setup CP Type | register to output port |
| Post-synth EDFFs | 11 |
| HP Class | register to register |
| Core Region | 10300 um2 |
| Clock slew at reported path FFs | 100 ps |
| Share of cells above drive strength 1 | 3.85% |
| Yosys top cell by instances | dfxtp_1 |
| # diodes | 0 |
| Cell type with the largest total area | dfxtp_1 |
| GRT Overall Usage | 15.8% |
| CP Cell Sequence | clkdlybuf4s50_1 |
| Cycle use final | 46.0% |
| Post-synth seq share | 50.1% |
| Post-Synthesis Cell Area | 5290 um2 |
| Critical Path Fanout Max | 2 |
| Post-synth cell types | 36 |
| RD Place Congestion | 0.831 |
| Vias in the first global route | 3185 |
| FF-to-FF Start | dut1.clk1.COUNT[0] |
| Status | finished, final reports clean |
| Area grow syn2layout | 9.48% |
| Pin count of the biggest net entering global routing | 18 |
| DRC viols | 0 |
| Syn Inst Count | 549 |
| IR drop worst, VDD | 0.000265 V |
| Int Pwr | 1.20 mW |
| Die width | 105 um |
| Clock Power Share | 38.4% |
| Sw Share | 20.6% |
| Static Leak | 2.25 nW |
| Register-to-Register Path Depth | 5 |
| Combinational share of power | 0.4% |
| CTS tree | yes |
| Bufs on Longest Clock Path | 2 |
| WHS Path Cells | 1 |
| Die y size | 105 um |
| Sum Neg Setup Slack | 0 ps |
| Hold endpoint | dut1.clk1.COUNT[0] |
| CP Capture Type | output port |
| Fill cells | 903 |
| Clk latency late pin | 360 ps |
| Worst-Margin Slew | 858 ps |
| Slew Limit Fails | 0 |
| Io pins | 24 |
| Min Tclk post-route | 2070 ps |
| Sw power | 311 uW |
| Unrepaired setup endpoints after global routing | false |
| R2r setup slk | 2550 ps |
| CTS Buf Count | 9 |
| Detailed placement HPWL | 5.66 mm |
| Post-CTS setup buffers | 0 |
| Post-cts repair resize count | 0 |
| Chip area | 11000 um2 |
| Setup violators final | 0 |
| CP delay by family, top | buffers and inverters |
| Cts hold-fix bufs | 0 |
| Initial Util | 51.5% |
| First-pass GRT wire length | 14.1 mm |
| Top cells by area | dfxtp_1, xnor2_1, xor2_1 |
| Vias | 3531 |
[metal layers]
metal,GRT usage (%),up-vias,wire length (um)
li1,-,1899,-
met1,25.0,1592,4090
met2,24.6,32,3480
met3,2.92,8,225
met4,1.71,0,85
met5,0,-,0
[worst max path at each step]
| stage | start | to | slack (ps) | cells after the start |
|---|---|---|---|---|
| after global routing | dut0.COUNT[5] | dut0.COUNT[21] | 2320 | 4 |
| after CTS | dut0.LD8 | LD8 | 2400 | 1 |
| final | dut0.LD8 | LD8 | 2430 | 1 |
[cell families (layout without fill, tap and decap cells)]
family | count (synthesis) | count (layout) | synth area share, %
flops | 127 | 127 | 50.1
mux | 4 | 4 | 0.993
simple gates | 232 | 232 | 22.5
buf+inv | 51 | 71 | 4.04
compound gates | 21 | 21 | 2.36
other cells | 2 | 4 | 0.142
fa+ha+maj | 19 | 19 | 4.49
xor+xnor | 93 | 93 | 15.4
[state kept, by name, summed over array words and instances, names as in the netlist, 4 cells and up]
name	count
dut2.COUNT	5
dut1.clk2.COUNT	23
dut0.COUNT	24
dut1.clk1.COUNT	25
dut1.clk0.COUNT	27
dut1.COUNTLD	4
[final cells by class]
cell class,instances,area [um2],area share (%)
Sequential cell,127,2650,45.8
Multi-Input combinational cell,373,2430,42.0
Timing Repair Buffer,20,198,3.41
Clock buffer,11,174,3.00
Tap cell,136,170,2.94
Inverter,36,135,2.33
Clock inverter,4,31.3,0.540
[cell usage in the layout, fill, tap and decap left out, types with 3 or more instances in the layout]
| master | netlist | layout |
|---|---|---|
| nand2b_1 | 4 | 4 |
| nand3_1 | 38 | 38 |
| nor3_1 | 18 | 18 |
| ha_1 | 19 | 19 |
| edfxtp_1 | 11 | 11 |
| and4_1 | 6 | 6 |
| nand2_1 | 48 | 48 |
| o21ai_0 | 7 | 7 |
| clkbuf_8 | 0 | 9 |
| xor2_1 | 39 | 39 |
| dfxtp_1 | 116 | 116 |
| nor4b_1 | 4 | 4 |
| a21oi_1 | 6 | 6 |
| xnor2_1 | 54 | 54 |
| conb_1 | 2 | 4 |
| inv_1 | 36 | 36 |
| nor2_1 | 44 | 44 |
| clkdlybuf4s50_1 | 0 | 19 |
| or2_2 | 3 | 3 |
| mux2i_1 | 3 | 3 |
| and3_1 | 5 | 5 |
| nand4_1 | 26 | 26 |
| nor4_1 | 27 | 27 |
[power groups by stage]
stage         logic, mW  registers (mW)  clock network [mW]
finish          0.00624           0.922               0.579
global route    0.00708           0.923               0.639
CTS             0.00641           0.922               0.603
[per-stage QoR]
stage                     total power [mW]  cells  utilization (%)  setup WS, ps  area [um2]
after floorplan                      0.948    551                -          2760        5300
after global placement               0.950    692             54.4          2590        5590
after detailed placement             0.950    692             54.4          2580        5590
after CTS                             1.53    707             56.4          2400        5800
after global routing                  1.57    707             56.4          2320        5800
final                                 1.51    707             56.4          2430        5800
No activity file was given, so power comes from the tool's default toggle rates.
